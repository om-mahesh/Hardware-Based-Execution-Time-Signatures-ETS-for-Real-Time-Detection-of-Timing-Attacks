`flow/design.v`:
```
module alert_controller (
    input  wire        clk,
    input  wire        rst_n,
    input  wire        anomaly_detected,
    input  wire [31:0] anomaly_pc,
    input  wire [31:0] timing_delta,
    input  wire        too_slow,
    input  wire        too_fast,
    input  wire [7:0]  alert_config,
    output reg         alert_interrupt,     
    output reg         alert_flag,          
    output reg  [31:0] anomaly_count,       
    output wire [31:0] last_anomaly_pc,
    output wire [31:0] last_timing_delta,
    output reg         log_wr_en,
    output reg  [4:0]  log_wr_addr,         
    output reg  [95:0] log_wr_data          
);
    wire enable_alerts    = alert_config[0];
    wire enable_interrupt = alert_config[1];
    wire enable_logging   = alert_config[3];
    reg [31:0] last_pc;
    reg [31:0] last_delta;
    assign last_anomaly_pc    = last_pc;
    assign last_timing_delta  = last_delta;
    reg anomaly_detected_prev;
    wire anomaly_edge;
    assign anomaly_edge = anomaly_detected && !anomaly_detected_prev;
    always @(posedge clk or negedge rst_n) begin
        if (!rst_n) begin
            anomaly_detected_prev <= 1'b0;
            alert_interrupt       <= 1'b0;
            alert_flag            <= 1'b0;
            anomaly_count         <= 32'd0;
            last_pc               <= 32'd0;
            last_delta            <= 32'd0;
            log_wr_en             <= 1'b0;
            log_wr_addr           <= 5'd0;
            log_wr_data           <= 96'd0;
        end
        else begin
            anomaly_detected_prev <= anomaly_detected;
            if (anomaly_edge && enable_alerts) begin
                if (anomaly_count < 32'hFFFFFFFF)
                    anomaly_count <= anomaly_count + 32'd1;
                last_pc    <= anomaly_pc;
                last_delta <= timing_delta;
                alert_flag <= 1'b1;
                if (enable_interrupt)
                    alert_interrupt <= 1'b1;
                if (enable_logging) begin
                    log_wr_en   <= 1'b1;
                    log_wr_data <= {anomaly_pc, timing_delta, 
                                    {30'd0, too_slow, too_fast}};
                    log_wr_addr <= log_wr_addr + 5'd1;   
                end
            end
            else begin
                alert_interrupt <= 1'b0;
                log_wr_en       <= 1'b0;
            end
        end
    end
endmodule
module comparator (
    input  wire        clk,
    input  wire        rst_n,
    input  wire [31:0] actual_cycles,       
    input  wire [15:0] expected_cycles,     
    input  wire [7:0]  tolerance,           
    input  wire        compare_enable,      
    input  wire        monitor_enable,      
    output reg         anomaly_detected,    
    output reg  [31:0] timing_delta,        
    output reg         too_slow,            
    output reg         too_fast             
);
    wire signed [31:0] expected_signed;
    wire signed [31:0] actual_signed;
    wire signed [31:0] delta_signed;
    wire signed [31:0] upper_bound;
    wire signed [31:0] lower_bound;
    assign expected_signed = {16'd0, expected_cycles};
    assign actual_signed   = actual_cycles;
    assign delta_signed    = actual_signed - expected_signed;
    assign upper_bound = expected_signed + {24'd0, tolerance};
    assign lower_bound = expected_signed - {24'd0, tolerance};
    always @(posedge clk or negedge rst_n) begin
        if (!rst_n) begin
            anomaly_detected <= 1'b0;
            timing_delta     <= 32'd0;
            too_slow         <= 1'b0;
            too_fast         <= 1'b0;
        end
        else if (compare_enable && monitor_enable) begin
            timing_delta <= delta_signed;
            if (actual_signed > upper_bound) begin
                anomaly_detected <= 1'b1;
                too_slow         <= 1'b1;
                too_fast         <= 1'b0;
            end
            else if (actual_signed < lower_bound) begin
                anomaly_detected <= 1'b1;
                too_slow         <= 1'b0;
                too_fast         <= 1'b1;
            end
            else begin
                anomaly_detected <= 1'b0;
                too_slow         <= 1'b0;
                too_fast         <= 1'b0;
            end
        end
        else begin
            anomaly_detected <= 1'b0;
            too_slow         <= 1'b0;
            too_fast         <= 1'b0;
        end
    end
endmodule
module cycle_counter (
    input  wire        clk,
    input  wire        rst_n,
    input  wire        instr_start,     
    input  wire        instr_active,    
    input  wire        instr_done,      
    output reg  [31:0] cycle_count,     
    output reg         count_valid      
);
    reg [31:0] counter_reg;
    reg        counting;
    always @(posedge clk or negedge rst_n) begin
        if (!rst_n) begin
            counter_reg  <= 32'd0;
            cycle_count  <= 32'd0;
            count_valid  <= 1'b0;
            counting     <= 1'b0;
        end
        else begin
            if (instr_start) begin
                counter_reg <= 32'd1;   
                count_valid <= 1'b0;
                counting    <= 1'b1;
            end
            else if (counting && instr_active) begin
                counter_reg <= counter_reg + 32'd1;
            end
            if (instr_done) begin
                cycle_count <= counter_reg;
                count_valid <= 1'b1;
                counting    <= 1'b0;
            end
            else if (count_valid && !instr_done) begin
                count_valid <= 1'b0;
            end
        end
    end
endmodule
module ets_monitor (
    input  wire        clk,
    input  wire        rst_n,
    input  wire        instr_start,       
    input  wire        instr_active,      
    input  wire        instr_done,        
    input  wire [31:0] instr_pc,          
    input  wire [6:0]  instr_opcode,      
    input  wire        reg_wr_en,
    input  wire [15:0] reg_addr,          
    input  wire [31:0] reg_wr_data,
    output reg  [31:0] reg_rd_data,
    output wire        alert_interrupt,   
    output wire        alert_flag,        
    output wire [31:0] dbg_cycle_count,
    output wire        dbg_anomaly_detected
);
    reg [31:0] ets_ctrl;            
    reg [31:0] ets_status;          
    reg [31:0] ets_alert_config;    
    wire       ets_enable      = ets_ctrl[0];
    wire [3:0] monitor_mode    = ets_ctrl[7:4];
    wire       learning_mode   = ets_ctrl[3];
    wire [31:0] cycle_count;
    wire        count_valid;
    cycle_counter counter (
        .clk            (clk),
        .rst_n          (rst_n),
        .instr_start    (instr_start),
        .instr_active   (instr_active),
        .instr_done     (instr_done),
        .cycle_count    (cycle_count),
        .count_valid    (count_valid)
    );
    wire [5:0]  sig_rd_addr;
    wire [31:0] sig_rd_data;
    wire [15:0] expected_cycles;
    wire [7:0]  tolerance;
    wire [7:0]  sig_flags;
    wire        sig_wr_en;
    wire [5:0]  sig_wr_addr;
    wire [31:0] sig_wr_data;
    assign sig_rd_addr = instr_opcode[5:0];
    signature_db sig_db (
        .clk             (clk),
        .rst_n           (rst_n),
        .rd_addr         (sig_rd_addr),
        .rd_data         (sig_rd_data),
        .wr_en           (sig_wr_en),
        .wr_addr         (sig_wr_addr),
        .wr_data         (sig_wr_data),
        .expected_cycles (expected_cycles),
        .tolerance       (tolerance),
        .flags           (sig_flags)
    );
    wire        anomaly_detected;
    wire [31:0] timing_delta;
    wire        too_slow;
    wire        too_fast;
    comparator comp (
        .clk             (clk),
        .rst_n           (rst_n),
        .actual_cycles   (cycle_count),
        .expected_cycles (expected_cycles),
        .tolerance       (tolerance),
        .compare_enable  (count_valid),
        .monitor_enable  (ets_enable && !learning_mode),
        .anomaly_detected(anomaly_detected),
        .timing_delta    (timing_delta),
        .too_slow        (too_slow),
        .too_fast        (too_fast)
    );
    wire [31:0] anomaly_count;
    wire [31:0] last_anomaly_pc;
    wire [31:0] last_timing_delta;
    wire        log_wr_en;
    wire [4:0]  log_wr_addr;
    wire [95:0] log_wr_data;
    alert_controller alert (
        .clk              (clk),
        .rst_n            (rst_n),
        .anomaly_detected (anomaly_detected),
        .anomaly_pc       (instr_pc),
        .timing_delta     (timing_delta),
        .too_slow         (too_slow),
        .too_fast         (too_fast),
        .alert_config     (ets_alert_config[7:0]),
        .alert_interrupt  (alert_interrupt),
        .alert_flag       (alert_flag),
        .anomaly_count    (anomaly_count),
        .last_anomaly_pc  (last_anomaly_pc),
        .last_timing_delta(last_timing_delta),
        .log_wr_en        (log_wr_en),
        .log_wr_addr      (log_wr_addr),
        .log_wr_data      (log_wr_data)
    );
    wire addr_ctrl           = (reg_addr == 16'h0000);
    wire addr_status         = (reg_addr == 16'h0004);
    wire addr_alert_config   = (reg_addr == 16'h000C);
    wire addr_current_cycles = (reg_addr == 16'h0010);
    wire addr_last_pc        = (reg_addr == 16'h0014);
    wire addr_last_delta     = (reg_addr == 16'h0018);
    wire addr_anomaly_count  = (reg_addr == 16'h001C);
    wire addr_sig_db         = (reg_addr >= 16'h0100 && reg_addr < 16'h0200);
    wire [5:0] sig_db_index = reg_addr[7:2];   
    assign sig_wr_en   = reg_wr_en && addr_sig_db;
    assign sig_wr_addr = sig_db_index;
    assign sig_wr_data = reg_wr_data;
    always @(posedge clk or negedge rst_n) begin
        if (!rst_n) begin
            ets_ctrl         <= 32'h0000_0001;   
            ets_alert_config <= 32'h0000_000F;   
        end
        else if (reg_wr_en) begin
            if (addr_ctrl)
                ets_ctrl <= reg_wr_data;
            if (addr_alert_config)
                ets_alert_config <= reg_wr_data;
        end
    end
    always @(*) begin
        case (1'b1)
            addr_ctrl:           reg_rd_data = ets_ctrl;
            addr_status:         reg_rd_data = {anomaly_count[31:16], 8'd0, 
                                                 4'd0, learning_mode, 2'd0, 
                                                 alert_flag};
            addr_alert_config:   reg_rd_data = ets_alert_config;
            addr_current_cycles: reg_rd_data = cycle_count;
            addr_last_pc:        reg_rd_data = last_anomaly_pc;
            addr_last_delta:     reg_rd_data = last_timing_delta;
            addr_anomaly_count:  reg_rd_data = anomaly_count;
            addr_sig_db:         reg_rd_data = sig_rd_data;
            default:             reg_rd_data = 32'hDEADBEEF;
        endcase
    end
    assign dbg_cycle_count      = cycle_count;
    assign dbg_anomaly_detected = anomaly_detected;
endmodule
module signature_db (
    input  wire        clk,
    input  wire        rst_n,
    input  wire [5:0]  rd_addr,         
    output reg  [31:0] rd_data,         
    input  wire        wr_en,
    input  wire [5:0]  wr_addr,
    input  wire [31:0] wr_data,
    output wire [15:0] expected_cycles,
    output wire [7:0]  tolerance,
    output wire [7:0]  flags
);
    reg [31:0] signature_mem [0:63];
    integer i;
    initial begin
        for (i = 0; i < 64; i = i + 1) begin
            signature_mem[i] = 32'h00_0A_FF_01;
        end
    end
    always @(*) begin
        rd_data = signature_mem[rd_addr];
    end
    always @(posedge clk) begin
        if (wr_en) begin
            signature_mem[wr_addr] <= wr_data;
        end
    end
    assign expected_cycles = rd_data[31:16];
    assign tolerance       = rd_data[15:8];
    assign flags           = rd_data[7:0];
endmodule
```
`flow/run.sh`:
```
#!/bin/bash
# OpenROAD 26Q1-2900-gdf79404cd8, Yosys 0.63+post, stock flow scripts
make -C /OpenROAD-flow-scripts/flow DESIGN_CONFIG=/design/flow/config.mk WORK_HOME=/design/flow/orfs finish
```
`flow/config.mk`:
```
export PLATFORM = sky130hd
export DESIGN_NAME = ets_monitor
export DESIGN_NICKNAME = ets_monitor
export VERILOG_FILES = /design/flow/design.v
export SDC_FILE = /design/flow/constraint.sdc
export NUM_CORES = 4
export LEC_CHECK = 1
export CORE_UTILIZATION = 50
```
`flow/constraint.sdc`:
```
current_design ets_monitor

set clk_period 18.2
set clk_io_pct 0.2

create_clock -name clk0 -period $clk_period [get_ports {clk}]

set non_clock_inputs [all_inputs -no_clocks]
set_input_delay [expr $clk_period * $clk_io_pct] -clock clk0 $non_clock_inputs
set_output_delay [expr $clk_period * $clk_io_pct] -clock clk0 [all_outputs]
```
==> deck_impl_summary.md <==
Run Summary

GRT
  – Met3 GRT Util: 22.1%
  – Met2 usage: 44.5%
  – Total GRT Usage: between 30% and 40%
  – GR Overflow Total: 0
  – Vias in the first global route: 51.3k
  – GRT busiest layer: met2
  – First-pass GRT wire length: 366000 um
  – M1 GR Usage: 42.2%
  – Pin count of the biggest net entering global routing: 86
  – Initial antenna violation count: 4

Logic synthesis
  – Synthesized instance count: 4714
  – Mapped Avg Cell Area: between 15 and 20 sq um
  – Sequential share of the synthesized area: between 70% and 80%
  – Count of library flops with an enable pin: slightly above 2k
  – Cell Type Count: around 70
  – Netlist area before placement: about 93000 sq um
  – Asr flop ratio synth: 11.3%
  – Synthesized registers: about 2.3k
  – Yosys warns: 5
  – Ys flop type: edfxtp_1
  – Yosys chip area: just over 90000 sq um
  – Yosys cell count: around 4.7k

CTS
  – Worst-path clk slew: approximately 60 ps
  – Hold-fix buffers at CTS: 0
  – Post-CTS Repair Setup Buffers: 0
  – CTS tree: done
  – Clk ins delay skew pair: 880 ps
  – H-tree levels: 4
  – TritonCTS Sinks: between 2k and 2.5k
  – Gates resized, CTS repair: 0
  – Bufs on Longest Clock Path: 3
  – TritonCTS Buffers: 229
  – Clock Tree Root: clkbuf_16

STA
  – Slew @ Worst Pin: about 1000 ps
  – Hold WS: between 400 and 500 ps
  – Post-layout min period: between 10000 and 15000 ps
  – Setup WS post-layout: 5900 ps
  – Worst relative slew slack: 32.4%
  – RSZ-0062 raised after global routing: no
  – Final period utilization: approximately two thirds
  – Max Fclk: 81.3 MHz
  – Setup_tns: 0 ps
  – Max Clock Skew: 51.3 ps
  – Final hold viol count: 0
  – Final setup viols: 0
  – Pins Over Slew Limit: 0

Finish
  – Design area: about 110000 sq um
  – Most flop-heavy register: sig_db.signature_mem
  – P&R area growth vs syn: 13.6%
  – Max reg flops: 2048
  – Fill cells: 13.5k
  – Layout cells sized above 1: 26.1%
  – Final Core Density: between 50 and 60%
  – Non-Filler Instances: ~7.7k

Power
  – P_sw: 2.39 mW
  – Clock share of power: between 40% and 50%
  – PwrDens: 104 nW/um^2
  – P_int: 8.64 mW
  – Logic pwr share: 5.7%
  – Flop pwr share: between 50% and 60%
  – Sw Ratio: a little over a fifth
  – Leak pwr: 35.4 nW
  – Maximum vdd drop: 0.0829 mV
  – Total power: 11.0 mW

Run
  – MaxCap Viol Count: 0
  – Log Warnings: 35

Die
  – Init Core Util: 50.6%
  – Core Area: ~180000 sq um
  – Die ar.: roughly 190000 sq um
  – Die W: around 430 um
  – Site Rows: 157
  – DIE HEIGHT: 433 um
  – I/O pin count: 160

Placed design
  – Pre-CTS setup slack: 5540 ps
  – GP Congestion: about 0.96
  – Placed inst area: 98300 sq um
  – Placed cells: 7300
  – Placed wire-length estimate: around 150000 um
  – Port bufs: 158

Outcome
  – Status: finished, final reports clean

Setup path
  – Setup CP Type: input pin to output pin
  – Worst reg2reg startpoint: sig_db.signature_mem[44][17]$_DFFE_PP_
  – Worst reg-to-reg setup slack: about 11000 ps
  – Max FO, Critical Path: ~58
  – Critical Path Sink Type: output pin
  – Crit start category: input pin
  – Worst r2r path cells: 23
  – Endpoint of the worst-slack reg-to-reg timing path: comp.anomaly_detected$_DFF_PN0_
  – Crit path arrival time: approximately 8700 ps
  – WP data required: between 10000 and 15000 ps

Worst hold path
  – Min-delay worst type: flop to flop
  – HP Start: comp.timing_delta[8]$_DFFE_PN0P_
  – Hold Path Sink: alert.last_delta[8]$_DFFE_PN0P_
  – Hold Path Depth: 2

Routing
  – DRT iter0 DRCs: 3386
  – Via density: around 6.1
  – Antenna violation net count after detailed routing: 0
  – Pre-Repair DR Iteration Count: 7
  – Via count: 47.3k
  – Routed WL per cell: 32.9 um
  – DRC viols: 0
  – Drt total wl: 255000 um
## worst max path at each step
stage,from,endpoint,slack (ps),depth (start not counted)
after CTS,instr_opcode[0],reg_rd_data[19],5800,12
after global routing,instr_opcode[0],reg_rd_data[19],5470,12
final,instr_opcode[0],reg_rd_data[19],5900,12
## critical path: stages
cell and delay, ps:
buf_8 410, buf_12 480, buf_4 610, buf_4 610, mux4_2 610, mux4_2 460, a22o_1 220, a221oi_2 440
inv_1 280, o21ai_1 210, nor3_1 120, clkdlybuf4s50_1 430
## cells in the mapped netlist (5+ instances only)
library cell  number  area share [%]
nor3_1            29            0.16
nand2_1          348             1.4
mux2_2           114             1.4
or3_1             15            0.10
o211ai_1           6           0.048
nand2b_1          22            0.15
or2_2              5           0.034
a221oi_1          11            0.10
a2111oi_0          8           0.075
inv_1             37            0.15
o21a_1             8           0.065
dfstp_2            5            0.14
nand4_1           25            0.17
o221ai_1           7           0.066
a22o_1            12            0.11
ha_1              82             1.1
a211oi_1          19            0.15
nand3_1           33            0.18
a21o_1            14            0.11
mux2i_1           45            0.48
o31ai_1            6           0.048
nor4_1            14           0.094
nor3b_1            5           0.040
o21ai_1            9           0.048
clkbuf_1         108            0.44
xnor2_1           67            0.63
a22oi_1           40            0.32
edfxtp_1        2048              66
o21ai_0          100            0.54
xor2_1            36            0.34
buf_4             29            0.23
buf_2             40            0.22
a31oi_1           11           0.074
mux4_2           608              15
o22ai_1           40            0.27
and4_1             6           0.057
buf_1             36            0.15
and2_1             6           0.040
dfrtp_1          257             6.9
nor2_1           172            0.69
nor2b_1           32            0.22
buf_6             23            0.28
and3_1            20            0.13
nand3b_1          12           0.097
a21oi_1          100            0.54
## cell usage in the layout, fill, tap and decap left out, drive strengths merged, types with 94 or more instances in the layout
master and n:
a21oi 100, buf 243, clkbuf 298, clkdlybuf4s50 118, clkinv 94, dfrtp 257, edfxtp 2048, mux2 114
mux4 608, nand2 348, nor2 172, o21ai 109
## layout make-up
cell class	instances	area, sq um	area share, %
diodes	4	10.0	0.00947
repair buffers	361	3010	2.85
multi-input cells	2125	24000	22.7
clock buffers	298	6050	5.73
well taps	2464	3080	2.92
inverters	40	153	0.144
flip-flops and latches	2310	68100	64.4
clock inverters	126	1300	1.23
## power by group through the flow
stage | registers (mW) | logic, mW | clock network (mW)
CTS | 5.78 | 0.636 | 4.71
global route | 5.77 | 0.687 | 4.91
finish | 5.78 | 0.630 | 4.63
## per-layer routing
layer	vias to the layer above	part of all wire, %	routed length, um
met4	15	3.2	8120
met5	-	0.26	670
met3	393	17	43000
met2	2885	47	120000
li1	19946	-	-
met1	24087	32	82700
## cells by family (layout without fill, tap and decap cells)
group,count (synthesis),in the layout,share of synthesized area (%)
AND-OR/OR-AND,414,414,2.81
other,0,4,0
buffers and inverters,279,825,1.53
multiplexers,767,767,16.6
adder cells (fa/ha/maj),85,85,1.17
XOR/XNOR,103,103,0.970
flip-flops,2310,2310,73.2
AND/OR/NAND/NOR,756,756,3.72
Power and IR drop assume default switching activity.
