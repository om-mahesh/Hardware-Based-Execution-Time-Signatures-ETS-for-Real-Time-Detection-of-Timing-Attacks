===== flow/config.mk =====
export PLATFORM = sky130hd
export DESIGN_NAME = uart_interface
export DESIGN_NICKNAME = uart_interface
export VERILOG_FILES = /design/flow/design.v
export SDC_FILE = /design/flow/constraint.sdc
export NUM_CORES = 4
export LEC_CHECK = 1
export CORE_UTILIZATION = 40

===== flow/constraint.sdc =====
current_design uart_interface

set clk_period 2.9
set clk_io_pct 0.2

create_clock -name clk0 -period $clk_period [get_ports {clk}]

set non_clock_inputs [all_inputs -no_clocks]
set_input_delay [expr $clk_period * $clk_io_pct] -clock clk0 $non_clock_inputs
set_output_delay [expr $clk_period * $clk_io_pct] -clock clk0 [all_outputs]

===== flow/design.v =====
module uart_interface #(
    parameter CLOCK_FREQ = 100_000_000,
    parameter BAUD_RATE  = 115200
)(
    input  wire        clk,
    input  wire        rst_n,
    input  wire        mem_valid,
    input  wire [31:0] mem_addr,
    input  wire [31:0] mem_wdata,
    input  wire [3:0]  mem_wstrb,
    output reg  [31:0] mem_rdata,
    output reg         mem_ready,
    output wire        uart_tx
);
    localparam ADDR_TX_DATA  = 32'h80000000;
    localparam ADDR_TX_READY = 32'h80000004;
    wire addr_tx_data  = (mem_addr == ADDR_TX_DATA);
    wire addr_tx_ready = (mem_addr == ADDR_TX_READY);
    wire write_op = |mem_wstrb;
    reg [7:0] tx_data;
    reg       tx_valid;
    wire      tx_ready;
    uart_tx #(
        .CLOCK_FREQ(CLOCK_FREQ),
        .BAUD_RATE(BAUD_RATE)
    ) uart_tx_inst (
        .clk      (clk),
        .rst_n    (rst_n),
        .tx_data  (tx_data),
        .tx_valid (tx_valid),
        .tx_ready (tx_ready),
        .tx_pin   (uart_tx)
    );
    always @(posedge clk or negedge rst_n) begin
        if (!rst_n) begin
            mem_ready <= 1'b0;
            mem_rdata <= 32'h0;
            tx_data   <= 8'h0;
            tx_valid  <= 1'b0;
        end else begin
            tx_valid <= 1'b0;
            if (mem_valid && !mem_ready) begin
                mem_ready <= 1'b1;
                if (write_op) begin
                    if (addr_tx_data) begin
                        tx_data  <= mem_wdata[7:0];
                        tx_valid <= 1'b1;   
                    end
                end else begin
                    if (addr_tx_ready) begin
                        mem_rdata <= {31'h0, tx_ready};
                    end else begin
                        mem_rdata <= 32'h0;
                    end
                end
            end else if (!mem_valid) begin
                mem_ready <= 1'b0;
            end
        end
    end
endmodule
module uart_tx #(
    parameter CLOCK_FREQ = 100_000_000,   
    parameter BAUD_RATE  = 115200         
)(
    input  wire       clk,
    input  wire       rst_n,
    input  wire [7:0] tx_data,
    input  wire       tx_valid,
    output reg        tx_ready,
    output reg        tx_pin
);
    localparam DIVISOR = CLOCK_FREQ / BAUD_RATE;
    localparam DIVISOR_WIDTH = $clog2(DIVISOR);
    localparam IDLE  = 2'b00;
    localparam START = 2'b01;
    localparam DATA  = 2'b10;
    localparam STOP  = 2'b11;
    reg [1:0] state;
    reg [2:0] bit_count;
    reg [7:0] shift_reg;
    reg [DIVISOR_WIDTH-1:0] baud_count;
    wire baud_tick = (baud_count == DIVISOR - 1);
    always @(posedge clk or negedge rst_n) begin
        if (!rst_n) begin
            state      <= IDLE;
            tx_pin     <= 1'b1;   
            tx_ready   <= 1'b1;
            bit_count  <= 3'd0;
            shift_reg  <= 8'd0;
            baud_count <= {DIVISOR_WIDTH{1'b0}};
        end else begin
            if (state == IDLE) begin
                baud_count <= {DIVISOR_WIDTH{1'b0}};
            end else if (baud_tick) begin
                baud_count <= {DIVISOR_WIDTH{1'b0}};
            end else begin
                baud_count <= baud_count + 1;
            end
            case (state)
                IDLE: begin
                    tx_pin   <= 1'b1;   
                    tx_ready <= 1'b1;
                    if (tx_valid && tx_ready) begin
                        shift_reg <= tx_data;
                        tx_ready  <= 1'b0;
                        state     <= START;
                    end
                end
                START: begin
                    tx_pin <= 1'b0;   
                    if (baud_tick) begin
                        bit_count <= 3'd0;
                        state     <= DATA;
                    end
                end
                DATA: begin
                    tx_pin <= shift_reg[0];   
                    if (baud_tick) begin
                        shift_reg <= {1'b0, shift_reg[7:1]};   
                        bit_count <= bit_count + 1;
                        if (bit_count == 3'd7) begin
                            state <= STOP;
                        end
                    end
                end
                STOP: begin
                    tx_pin <= 1'b1;   
                    if (baud_tick) begin
                        state <= IDLE;
                    end
                end
                default: begin
                    state <= IDLE;
                end
            endcase
        end
    end
endmodule

===== flow/run.sh =====
#!/bin/bash
# OpenROAD 26Q1-2900-gdf79404cd8, Yosys 0.63+post, stock flow scripts
make -C /OpenROAD-flow-scripts/flow DESIGN_CONFIG=/design/flow/config.mk WORK_HOME=/design/flow/orfs finish

==> notes.org <==
#+TITLE: Physical design notes

** Pwr
- VDD sags by at most 208.7 uV.
- Total power draw :: 1.041 mW
- Static leakage :: 1.180 nW
- Power Density :: 405.2 nW/um^2

** Timing
- Final Hold Vio Count :: 0
- Post-Route Setup TNS :: 0 ns
- Max-slew violation count :: 0
- The last timing report of the flow puts the setup violation total at 0.
- Based on the critical path, the design can be clocked at up to 0.4591 GHz.
- Final worst path period need :: 2.178 ns
- Final worst-path cycle share :: 75.10%
- Headroom to the max-slew limit :: 59.41%
- Unrepaired setup endpoints after global routing :: no
- Setup clock skew after layout :: 0.005757 ns
- Transition time at the pin with the least slew margin :: 0.6048 ns

** Clock network
- The H-tree generated during clock tree synthesis spans 2 levels.
- Total CTS buffers :: 5
- Buffers inserted to repair hold after CTS numbered 0.
- Clock root buffer master :: clkbuf_8
- On the reported timing paths, the clock transition at the registers reads 0.07 ns.
- Post-CTS Resized :: 0
- CTS max path bufs :: 2
- The later pin in the worst-skew pair is clocked with a latency of 0.28 ns.
- Buffers inserted by post-CTS timing repair :: 0
- Counting every sink on the clock net gives 38.
- CTS tree :: built

** Global routing
- The first global-routing pass estimated 5733 um of wire.
- Number of antenna violations at the first check in global routing :: 0
- Maximum number of pins on one net before global-route repair :: 25
- Global-route usage over all layers :: 14.17%
- Global routing finished with a remaining overflow of 0.
- Via count of the first global-routing pass :: 1295

** Floorplan
- Die Span Y :: 72.79 um
- The die covers 5298 sq um.
- Starting utilization of the core area :: 41.88%
- During I/O placement, the number of pins put on the boundary was 105.
- The floorplan has 25 rows.
- Die Width :: 72.79 um
- The core region is 4786 sq um.

** Synthesis
- The synthesis log from Yosys contains 2 warnings.
- In this run, synthesis inferred 0 flip-flops with an integrated enable.
- Cell variety after synth :: 33
- Most numerous cell in the Yosys netlist :: dfrtp_1
- The main area contributors are dfrtp_1 (44%), mux2_2 (13%), buf_4 (12%), dfstp_2 (3.9%), nor4_1 (3.1%).
- Post-Syn Area :: 2004 sq um
- Mapped Cells :: 185
- Sequential element share of the synthesized area :: 47.63%
- In the synthesis report, Yosys lists the chip area as 2004 sq um.
- Counting flops with an async set or reset pin after synthesis yields a share of 100.0%.
- Flip-flop and latch count after synthesis :: 38
- Area share, top type :: 43.70%
- By count the netlist is led by dfrtp_1 (35), buf_4 (31), mux2_2 (23).
- Number of cells in Yosys stat :: 185
- A synthesized cell averages 10.83 sq um.
- Per the synth stats, the flop cell with the highest instance count is dfrtp_1.
- Cell taking the most area after synthesis :: dfrtp_1

** Setup path
- The worst setup path is captured at a flop.
- Per the timing report, the most critical flop-to-flop path finishes at uart_tx_inst.shift_reg[2].
- R2R depth :: 6
- Biggest cell delay along the critical path :: 0.39 ns
- Launching instance or port of the critical path :: mem_addr[9]
- Arrival time worst endpoint :: 2.34 ns
- Worst Setup Start Kind :: input pin
- Worst R2R Setup Slack :: 0.93 ns
- CP Cell Sequence :: clkdlybuf4s50_1, nor4_1, nand4_1, nor4b_4, buf_4, mux2_2
- Highest net fanout along the worst path :: 8
- Critical path's slowest cell :: clkdlybuf4s50_1
- Following the worst setup path forward leads to its endpoint at tx_data[7].
- The required time at the worst endpoint is listed as 3.06 ns.
- The critical path in this run is classified as input pin to flop.
- Per the timing report, the most critical flop-to-flop path originates at uart_tx_inst.baud_count[0].

** Job
- Total of max-cap violations :: 0
- OpenROAD warning count :: 49

** Drt
- Average wire per cell in the routed design :: 10.89 um
- Number of design-rule violations left by the first detailed-router iteration :: 69
- Total inserted antenna cells :: 0
- The pre-antenna-repair detailed-routing pass consisted of 4 iterations.
- Per the post-route antenna check, the number of violating nets is 0.
- Final routed DRC violation total :: 0
- The routed layout has 1392 vias.
- Drt via density :: 4.534
- Total detailed-routing wirelength :: 3343 um

** Worst hold path
- Kind of path behind the tightest hold check :: input pin to async pin

** Layout
- The register with the most flip-flops in the layout has 10 of them.
- From synthesis to final layout, the design area changed by 28.21%.
- Cells with a size suffix above 1 make up 17.08% of the layout.

** Status
- The run finished with clean final reports.

** Place
- Detailed placement finished with a half-perimeter wire length of 2551 um.
- Final RePlAce weighted congestion :: 0.8118
- Count of input and output buffers :: 49
[per-layer routing]
| layer | track usage [%] | part of all wire [%] | wire [um] | vias up |
|---|---|---|---|---|
| met2 | 22.01 | 46 | 1552 | 55 |
| met3 | 3.221 | 7.3 | 244 | 5 |
| met4 | 1.743 | 0.93 | 31 | 0 |
| met1 | 21.75 | 45 | 1514 | 649 |
| li1 | - | - | - | 683 |
| met5 | 0 | 0 | 0 | - |
[critical path: cells and delay by family]
kind,cells,cell delay [ns]
and+or+nand+nor,3,0.81
buffers and inverters,2,0.60
muxes,1,0.34
[report_power, final]
part           internal, mW  switching [mW]  total [mW]  leakage, nW
clock network         0.257           0.173       0.430       0.0524
registers             0.531        0.000450       0.531        0.508
logic                0.0585          0.0216      0.0801        0.619
total                 0.846           0.195        1.04         1.18
[final cells by class]
cell class	instances	area (sq um)
fillers	441	2216
flip-flops and latches	38	954.7
multi-input cells	134	883.3
repair buffers	53	515.5
well taps	67	83.83
clock buffers	7	76.32
clock inverters	1	30.03
inverters	7	26.28
[cells in the final DEF, fill, tap and decap left out, types with 2 or more instances in the layout]
| master | n |
|---|---|
| a22o_1 | 4 |
| buf_4 | 4 |
| clkbuf_1 | 2 |
| clkbuf_8 | 5 |
| clkdlybuf4s50_1 | 48 |
| conb_1 | 31 |
| dfrtp_1 | 35 |
| dfstp_2 | 3 |
| ha_1 | 3 |
| inv_1 | 7 |
| mux2_2 | 23 |
| nand2_1 | 10 |
| nand3_1 | 7 |
| nand4_1 | 2 |
| nor2_1 | 15 |
| nor3_1 | 2 |
| nor4_1 | 10 |
| o21ai_0 | 4 |
| or2_2 | 2 |
| xnor2_1 | 6 |
| xor2_1 | 2 |
[worst min-delay path by stage]
stage / slack [ns] / start / end / depth (start not counted)
CTS: 0.19 / rst_n / uart_tx_inst.baud_count[9] / 1
global route: 0.20 / rst_n / uart_tx_inst.baud_count[8] / 1
finish: 0.19 / rst_n / uart_tx_inst.baud_count[9] / 1
[cells by family after synthesis]
logic type | Yosys count | synth area share (%)
other | 1 | 0.1871
multiplexers | 23 | 12.92
buffers and inverters | 43 | 13.92
flip-flops | 38 | 47.63
adder cells (fa/ha/maj) | 3 | 1.873
XOR/XNOR | 8 | 3.496
AND-OR/OR-AND | 14 | 4.744
AND/OR/NAND/NOR | 55 | 15.23
[stage by stage]
stage               hold WS, ns  worst slack, ns  util (%)  cell area [sq um]  cells
global placement         0.4769           0.4225     51.48               2464    299
detailed placement       0.4799           0.4113     51.48               2464    299
CTS                      0.1860           0.7033     53.70               2570    307
global route             0.1966           0.5487     53.70               2570    307
floorplan                0.2844           0.8911         -               2117    215
finish                   0.1877           0.7220     53.70               2570    307
Power figures rest on the tool's default switching activity, not on a simulated workload.
